File: flow/design.v
module receiver
(
    input                clk,
    input                rst,
    input                rx,
    output logic         [7:0] data,
    output done
);
parameter baud_rate = 9600;
parameter clk_freq  = 50_000_000;
logic [$clog2(clk_freq/baud_rate)-1:0] counter;
logic [7:0] temp;
logic [7:0] bitcounter;
enum logic [1:0]
  {
     IDLE    = 2'b00,
     START   = 2'b01,
     BITS    = 2'b10,
     STOP    = 2'b11
  }
  state, next_state;
 always_ff @(posedge clk) begin
    case (state)
      IDLE: begin
        counter    <= '0;
        temp       <= '0;
        bitcounter <= '0;
        if (rx == 0) begin
           next_state  <= START;
         end
      end
      START:  begin
           counter <= counter + 1'b1;
        if (counter == ((clk_freq/baud_rate)/2))  begin
          next_state  <= BITS;
          counter     <= '0;
        end
      end
      BITS: begin
        counter <= counter + 1'b1;
        if (counter == (clk_freq/baud_rate))  begin
          bitcounter <= bitcounter + 1'b1;
          counter <= '0;
          temp    <= {rx,temp[7:1]};
        end
        if (bitcounter==8) begin
          next_state  <= STOP;
        end
      end
      STOP: begin
           counter <= counter + 1'b1;
        if (counter == ((clk_freq/baud_rate)))  begin
          next_state  <= IDLE;
          counter     <= '0;
        end
      end
    endcase
  end
always_ff @ (posedge clk)
    if (rst) 
      state <= IDLE;
    else
      state <= next_state;
assign done = (state == STOP);
always_ff @(posedge clk)
  if(rst)
    data <= '0;
  else if (done) 
    data <= temp;
endmodule
module segments (
	input 	 	 clk,
	input			 rst,
	input  [7:0] data,
	output [7:0] seg_data,
	output [3:0] seg_digit
);
	logic [3:0] mux_data;
	logic [7:0] demux_data;
	logic [$clog2(50_000_000/100)-1:0]  counter;
	always_ff @(posedge clk) begin
		if (rst) begin
			seg_digit <= 4'b1110;
		end
		else if (counter==0)
			seg_digit <= {seg_digit[2:0],seg_digit[3]};
	end
	always_comb begin
		case(seg_digit)
			4'b1110: mux_data = data[3:0];
			4'b1101: mux_data = data[7:4];
			default: mux_data = 4'hf;
		endcase
	end
	always_comb begin
		case(mux_data)
		  'h0: demux_data = 'b11111100;   
        'h1: demux_data = 'b01100000;
        'h2: demux_data = 'b11011010;   
        'h3: demux_data = 'b11110010;   
        'h4: demux_data = 'b01100110;   
        'h5: demux_data = 'b10110110;   
        'h6: demux_data = 'b10111110;   
        'h7: demux_data = 'b11100000;   
        'h8: demux_data = 'b11111110;   
        'h9: demux_data = 'b11100110;   
        'ha: demux_data = 'b11101110;   
        'hb: demux_data = 'b00111110;
        'hc: demux_data = 'b10011100;
        'hd: demux_data = 'b01111010;
        'he: demux_data = 'b10011110;
        'hf: demux_data = 'b10001110;
		endcase
	end
	always_ff @(posedge clk) begin
		if(rst) counter <= '0;
		else counter <= counter+1'b1;
	end
	assign seg_data = ~demux_data;
endmodule
module top(
	input 		 clk,
	input 		 reset,
	input 		 uart_rx,
	output 		 uart_tx,
	output [7:0] seg_data,
	output [3:0] seg_digit
);
logic [7:0] rx_data;
logic valid;
receiver 	rx (.clk(clk), .rst(~reset), .rx(uart_rx), .data(rx_data), .done(valid)); 
transmitter tx (.clk(clk), .rst(~reset), .rx(rx_data), .tx(uart_tx), .valid(valid)); 
segments segments (.clk(clk), .rst(~reset), .data(rx_data), .seg_data(seg_data), .seg_digit(seg_digit));
endmodule
module transmitter
(
    input             clk,
    input             rst, valid,
    input       [7:0] rx,
    output            tx
);
parameter baud_rate = 9600;
parameter clk_freq  = 50_000_000;
logic [$clog2(clk_freq/baud_rate)-1:0] counter;
logic [7:0] temp;
logic temptx;
logic [7:0] bitcounter;
enum logic [1:0]
  {
     IDLE    = 2'b00,
     START   = 2'b01,
     BITS    = 2'b10,
     STOP    = 2'b11
  }
  state, next_state;
 always_ff @(posedge clk) begin
    case (state)
      IDLE: begin
        counter    <= '0;
        bitcounter <= '0;
        temptx     <= '1;
        if(valid) 
          next_state <= START;
       end
      START:  begin
           counter <= counter + 1'b1;
        if (counter == ((clk_freq/baud_rate)))  begin
          next_state  <= BITS;
          temptx      <= '0;
          temp        <= rx;
          counter     <= '0;
        end
      end
      BITS: begin
        counter <= counter + 1'b1;
        if (counter == (clk_freq/baud_rate))  begin
          bitcounter <= bitcounter + 1'b1;
          counter <= '0;
          temptx <= temp[bitcounter];
        end
        if (bitcounter==8) begin
          next_state  <= STOP;
        end
      end
      STOP: begin
           counter <= counter + 1'b1;
        if (counter == ((clk_freq/baud_rate)))  begin
          next_state  <= IDLE;
          counter     <= '0;
          temptx      <= '1;
        end
      end
    endcase
  end
always_ff @ (posedge clk)
    if (rst) 
      state <= IDLE;
    else
      state <= next_state;
   assign tx = temptx;
endmodule
File: flow/constraint.sdc
current_design top

set clk_period 2.5
set clk_io_pct 0.2

create_clock -name clk0 -period $clk_period [get_ports {clk}]

set non_clock_inputs [all_inputs -no_clocks]
set_input_delay [expr $clk_period * $clk_io_pct] -clock clk0 $non_clock_inputs
set_output_delay [expr $clk_period * $clk_io_pct] -clock clk0 [all_outputs]
File: flow/config.mk
export PLATFORM = sky130hd
export DESIGN_NAME = top
export DESIGN_NICKNAME = top
export VERILOG_FILES = /design/flow/design.v
export SDC_FILE = /design/flow/constraint.sdc
export NUM_CORES = 4
export LEC_CHECK = 1
export CORE_UTILIZATION = 40
File: flow/run.sh
#!/bin/bash
# OpenROAD 26Q1-2900-gdf79404cd8, Yosys 0.63+post, stock flow scripts
make -C /OpenROAD-flow-scripts/flow DESIGN_CONFIG=/design/flow/config.mk WORK_HOME=/design/flow/orfs finish
==> qor.yml <==
drt:
  dr.pass1.iters: 6
  ant_nets: 0
  routed_wl_um: 8220
  viasPerCell: 5.09
  insertedDiodeCount: 0
  wl_per_cell_um: 12.4
  dr_total_vias: 3364
  drt_iter0_markers: 175
  drc_errors: 0
final_timing:
  hold-worst-slack_ps: 454
  finalSetupViolCount: 1
  skew_ps: 6.76
  fin_crit_sh_pct: 108
  maxSlewViolCount: 0
  rsz0062_at_grt: "true"
  finalHoldViolCount: 0
  maxSlewHeadroom_pct: 58.1
  max_freq_mhz: 371
  setup_slack_ps: -195
  worst_pin_slew_ps: 628
  post-route-min-period_ps: 2700
  tns_ps: -195
placed_design:
  dp_hpwl_um: 5590
  numPortBuffers: 14
  routabilityCongestion: 0.885
synth:
  edf_count: 37
  syn_inst: 476
  ys_sh_simple_pct: 24.3
  synth-compound-area-share_pct: 4.45
  logic_family: "simple AND/OR/NAND/NOR gates"
  yosysTopAreaCell: "dfxtp_1"
  synthXorXnorAreaFrac_pct: 8.59
  ys_types: 58
  async_flop_share_pct: 0
  yosys_area_um2: 4900
  ys.flops: 98
  area_leaders: "dfxtp_1 25%, edfxtp_1 23%, ha_1 6.1%"
  synthAdderAreaFrac_pct: 6.13
  synthFlopType: "dfxtp_1"
  avgSynthCellArea_um2: 10.3
  ys_sh_mux_pct: 5.06
  yosysSeqAreaShare_pct: 47.6
  yosys_cells: 476
  synthesis.area_um2: 4900
  yosys_warnings: 5
  yosysTopAreaCellShare_pct: 24.9
worst_setup_path:
  crit_path_end_kind: "output pin"
  critPathMaxStageDelay_ps: 400
  path_cells: "nor3b_4 > o21bai_2 > inv_2 > buf_4 > ha_1 > a221o_1 > clkdlybuf4s50_1"
  cp.arrival_ps: 2200
  crit_buf_inv: 3
  cp_max_fo: 7
  path_class: "reg -> out"
  critPathLaunchType: "flip-flop"
  cp_data_required_time_ps: 2000
  critPathSlowestCell: "clkdlybuf4s50_1"
  crit_family: "buffers and inverters"
floorplanning:
  die_h_um: 113
  fp_util_pct: 40.9
  core_area_um2: 12000
  io_pins: 16
  die_x_um: 113
  rows: 40
  die-area_um2: 12700
power_and_ir_drop:
  ir_worst_vdd_v: 0.000474
  power_mw: 4.26
  p_per_area_nw_per_um2: 742
  leakagePower_nw: 2.18
flow_run:
  warning_count: 43
  cap_violations: 0
global_routing:
  grt_pass1_vias: 3206
  grt_pass1_wl_um: 14400
  antenna_found_initial: 0
  grt_max_degree: 25
  grt_overflow: 0
  gr-usage-all-layers_pct: 14.3
cells_and_area:
  drive_gt1_share_pct: 16.0
  area_growth_pct: 17.2
  fill_cells: 1047
status:
  violations: "setup timing"
  status: "finished, violations left"
min_path:
  hold_class: "reg -> reg"
clock_network:
  clock-sinks: 98
  clockRootBuffer: "clkbuf_16"
  clockBufferDepth: 2
  cts_buffers: 9
  worstSkewPairLatency_ps: 340
  clkTransAtPathRegs_ps: 70
  cts_tree: "done"
  cts_hold_buf: 0
  cts.htree.levels: 3
-- path summary, 6_finish.rpt --
path                 end  slack, ps  cells after the start                  start
max          seg_data[7]       -200                      7  segments.seg_digit[0]
min          rx.state[0]        450                      1       rx.next_state[0]
max reg2reg   rx.temp[6]        560                      3          rx.counter[2]
min reg2reg  rx.state[0]        450                      1       rx.next_state[0]
-- layout by cell type, fill, tap and decap left out, drive strengths merged, types with 3 or more instances in the layout --
cell type       n
dfxtp          61
nor2           53
edfxtp         37
nand3          34
xnor2          33
and2           28
inv            27
ha             24
buf            24
mux2i          18
nand2          16
xor2           15
clkbuf         14
and3           11
nor4           11
nand4          10
nor3            9
clkdlybuf4s50   8
o21ai           8
or2             7
nor3b           6
a21oi           4
clkinv          4
nand4b          3
or3b            3
or3             3
nand2b          3
o21bai          3
or4b            3
a21o            3
o22ai           3
-- final cells by class --
cell class	count	area [µm²]	share of cell area, %
multi-input combinational	335	2470	43.0
sequential	98	2340	40.8
timing repair buffer	38	333	5.80
clock buffer	10	250	4.36
tap	147	184	3.20
inverter	27	101	1.77
clock inverter	6	63.8	1.11
-- cell families (layout without fill, tap and decap cells) --
group | Yosys count | count (layout)
and+or+nand+nor | 209 | 209
DFF | 98 | 98
xor gates and xnor gates | 48 | 48
buffers and inverters | 43 | 81
AOI/OAI and AO/OA | 31 | 31
adders and majority gates | 24 | 24
muxes | 22 | 22
other | 1 | 1
-- flip-flops by register name, summed over array words and instances (netlist names), 8 cells and up --
name              count
rx.bitcounter         8
rx.counter           13
rx.data               8
rx.temp               8
segments.counter     19
tx.bitcounter         8
tx.counter           13
tx.temp               8
-- through the flow --
step	cells	area (µm²)	util, %	worst slack (ps)
after floorplan	476	4900	-	367
after global placement	635	5240	43.8	84.7
after detailed placement	635	5240	43.8	18.5
after CTS	658	5700	47.6	-227
after global routing	661	5740	48.0	-304
final	661	5740	48.0	-195
-- report_power, final --
part / internal (mW) / total (mW) / switching (mW)
combinational: 0.524 / 0.932 / 0.408
sequential: 1.81 / 1.92 / 0.106
clock: 0.834 / 1.41 / 0.576
-- cells in the mapped netlist, types with 2 or more instances --
master     number
dfxtp_1        61
nor2_1         53
edfxtp_1       37
nand3_1        34
xnor2_1        33
and2_1         28
inv_1          27
ha_1           24
mux2i_1        18
nand2_1        16
xor2_1         15
and3_1         11
nand4_1         9
nor3_1          9
clkbuf_1        7
nor4_1          7
nor3b_1         6
or2_2           6
buf_2           4
o21ai_0         4
o21ai_1         4
a21oi_1         3
nand2b_1        3
nand4b_1        3
nor4_2          3
o21bai_1        3
o22ai_1         3
or3_1           3
a21o_1          2
and4_1          2
buf_1           2
buf_6           2
mux2_2          2
mux4_2          2
nand4bb_1       2
nor2b_1         2
o211a_1         2
or3b_1          2
or4_4           2
or4b_1          2
-- metal layers --
metal	up-vias	track usage (%)	share of wire, %
met1	1591	21.7	51
met5	-	0	0
li1	1728	-	-
met4	0	1.78	1.3
met2	36	22.1	44
met3	9	3.74	3.7
-- timing repair --
action,in CTS,in global routing
buffers inserted,7,5
gates resized,25,17
pin swaps,9,5
endpoints found under the setup margin,7,7
-- worst register-to-register path: stages (launching register included) --
cell     delay (ps)
dfxtp_1         380
or4b_1          560
nor3_1          200
mux2_2          460
